===== flow/design.v =====
module T_FF (input T, input clk, input reset, output reg Q);   
    always @(posedge clk or posedge reset) begin
        if (reset)
            Q <= 0;
        else if (T)
            Q <= ~Q;
    end
endmodule
module date_counter(
    input date_1,
    input reset,
    output reg [4:0] date
);
    always @(posedge date_1 or posedge reset) begin
        if (reset)
            date <= 5'd1;   
        else if (date == 5'd31)
            date <= 5'd1;   
        else
            date <= date + 1'd1;   
    end
endmodule
module Mod256Counter (
    input sensor,
    input date_1,
    input reset,
    output reg [9:0] units_cons
);
    always @(posedge sensor or posedge reset) begin
        if (reset)
            units_cons <= 10'd0;
        else
            units_cons <= (units_cons == 10'd255) ? 10'd0 : units_cons + 1'd1;
    end
endmodule
module subtractor_10bit(input [9:0] units_cons, 
                       input F,
                       output reg [9:0] Diff);
    reg [9:0] free_limit;
    initial
       free_limit = 10'b0000110010;  
    always @ (*)
    begin
        if(F)
        Diff = units_cons - free_limit;
        else
        Diff = 10'b0000000000;
    end
endmodule
module comparator1(
    input [9:0] units_cons,
    output reg F
);
    parameter FREE_LIMIT = 10'd50;  
    always @(*) begin
        if (units_cons > FREE_LIMIT)
            F = 1'b1;
        else
            F = 1'b0;
    end
endmodule
module range1(input [9:0] units_aft_fl,
              output reg [9:0] units_out,
              output reg next);
    reg [9:0] inactive, ll, ul;
    reg A,B;
    initial
    begin
        ll = 10'b0000000001;  
        ul = 10'b0000110010;  
        inactive = 10'b0000000000;
    end
    always @ (*)
    begin
        A = units_aft_fl >= ll;
        B = units_aft_fl <= ul;
        next = ~B;
        if(A && B)
           units_out = units_aft_fl;
        else
        begin
            if(~A)
            units_out = inactive;
            else
            units_out = ul;
        end
    end
endmodule
module range2(input [9:0] units_aft_fl,
              input prev,
              output reg [9:0] units_out,
              output reg next);
    reg [9:0] inactive, ul1, ul2, tot_units;
    reg A,B;
    initial
    begin
        ul1 = 10'b0000110010;  
        ul2 = 10'b0010010110;  
        tot_units = 10'b0001100100;  
        inactive = 10'b0000000000;
    end
    always @ (*)
    begin
        A = units_aft_fl <= ul2;
        if(~prev)
           next = 0;
        else
           next = ~A;
        if(~prev)
           units_out = inactive;
        else
        begin
            if(A)
            begin
                units_out = units_aft_fl - ul1;
            end
            else
            units_out = tot_units;
        end
    end
endmodule
module range3(input [9:0] units_aft_fl,
              input prev,
              output reg [9:0] units_out);
    reg [9:0] inactive, ul;
    initial
    begin
        ul = 10'b0010010110;  
        inactive = 10'b0000000000;
    end
    always @ (*)
    begin
       if(prev)
        units_out = units_aft_fl - ul;
       else
         units_out = inactive;
    end
endmodule
module mul2 (input [9:0] units_out,
             output reg [9:0] cost_cons_in_r2);
    reg[1:0] price;
    initial price = 2'b10;
    always @ (*) 
        begin
          cost_cons_in_r2 = units_out*price;
        end
endmodule
module mul3 (input [9:0] units_out,
             output reg [9:0] cost_cons_in_r3);
    reg[1:0] price;
    initial price = 2'b11;
    always @ (*) 
        begin
          cost_cons_in_r3 = units_out*price;
        end
endmodule
module price_adder(
    input [9:0] R1, R2, R3,
    output reg [9:0] tot_cost_cons
);
    always @(*) begin
        tot_cost_cons = R1 + R2 + R3;
    end
endmodule
module subtractor_balance(
    input [9:0] prepaid, 
    input [9:0] tot_cost_cons,
    output reg [9:0] balance
);
    always @(*) begin
        if (prepaid >= tot_cost_cons)
            balance = prepaid - tot_cost_cons;
        else
            balance = 10'd0;
    end
endmodule
module alert(input[9:0] balance,
             output reg alert1, alert2);
    reg [5:0] danger_lvl;
    initial danger_lvl = 45;
    always @ (*) begin
        if(balance <= danger_lvl)
           alert1 = 1;
        else 
           alert1 = 0;
        if(balance == 0)
          alert2 = 1;
        else 
          alert2 = 0;
    end
endmodule
module find_avg(
    input [9:0] tot_cost_cons,
    input [4:0] date,
    output reg [9:0] avg_per_day
);
    always @(*) begin
        if (date != 5'd0)
            avg_per_day = tot_cost_cons / date;
        else
            avg_per_day = tot_cost_cons;
    end
endmodule
module days_lasting(
    input [9:0] balance,
    input [9:0] avg_per_day,
    output reg [9:0] days_lasting
);
    always @(*) begin
        if (avg_per_day != 10'd0)
            days_lasting = balance / avg_per_day;
        else
            days_lasting = 10'd999;  
    end
endmodule
module main(
    input sensor, date_1, reset,
    input [9:0] prepaid,
    output wire [9:0] balance, avg_per_day, days_lasting, units_cons,
    output wire alert1, alert2,
    output[4:0] date
);
    wire F;
    wire next1, next2;
    wire [9:0] units_aft_fl, units_out1, units_out2, units_out3;
    wire [9:0] cost_cons_in_r2, cost_cons_in_r3, tot_cost_cons;
    wire [4:0] date;
    date_counter dut_date(date_1, reset, date);
    Mod256Counter dut1(sensor, date_1, reset, units_cons);
    comparator1 dut2(units_cons, F);
    subtractor_10bit dut3(units_cons, F, units_aft_fl);
    range1 dut4(units_aft_fl, units_out1, next1);
    range2 dut5(units_aft_fl, next1, units_out2, next2);
    range3 dut6(units_aft_fl, next2, units_out3);
    mul2 dut7(units_out2, cost_cons_in_r2);
    mul3 dut8(units_out3, cost_cons_in_r3);
    price_adder dut9(units_out1, cost_cons_in_r2, cost_cons_in_r3, tot_cost_cons);
    subtractor_balance dut10(prepaid, tot_cost_cons, balance);
    alert dut11(balance, alert1, alert2);
    find_avg dut12(tot_cost_cons, date, avg_per_day);
    days_lasting dut13(balance, avg_per_day, days_lasting);
endmodule

===== flow/run.sh =====
#!/bin/bash
# OpenROAD 26Q1-2900-gdf79404cd8, Yosys 0.63+post, stock flow scripts
make -C /OpenROAD-flow-scripts/flow DESIGN_CONFIG=/design/flow/config.mk WORK_HOME=/design/flow/orfs finish

===== flow/config.mk =====
export PLATFORM = sky130hd
export DESIGN_NAME = main
export DESIGN_NICKNAME = main
export VERILOG_FILES = /design/flow/design.v
export SDC_FILE = /design/flow/constraint.sdc
export NUM_CORES = 4
export LEC_CHECK = 1
export CORE_UTILIZATION = 40

===== flow/constraint.sdc =====
current_design main

set clk_period 75.2
set clk_io_pct 0.2

create_clock -name clk0 -period $clk_period [get_ports {date_1}]
create_clock -name clk1 -period $clk_period [get_ports {sensor}]

set non_clock_inputs [all_inputs -no_clocks]
set_input_delay [expr $clk_period * $clk_io_pct] -clock clk0 $non_clock_inputs
set_output_delay [expr $clk_period * $clk_io_pct] -clock clk0 [all_outputs]

==> out/metrics.csv <==
stage;metric;value;unit
setup_path;Largest stage delay, worst path;560;ps
route;DRC viols;0;
route;Vias/cell;5.52;
clock_network;post-CTS sizing;0;
placement;Final GP Congestion;0.917;
floorplanning;Die ar.;19600;um2
final_timing;Slew @ Worst Pin;701;ps
setup_path;Startpoint Class;flop;
global_routing;largest net degree at the start of global routing;20;
placement;worst slack at placement;20420;ps
setup_path;R2R depth;6;
final_timing;final setup margin;20040;ps
floorplanning;die width;140;um
setup_path;Crit Path Max Fanout;19;
final_timing;final hold vios;0;
flow_run;tool warning count;32;
global_routing;first-pass GRT wire length;33500;um
route;final wirelength;20000;um
placement;DP HPWL;16800;um
route;antenna cells;0;
setup_path;crit path DRT;60160;ps
outcome;status;complete, no violations;
final_timing;setup TNS;0;ps
global_routing;initial antenna violation count;0;
logic_synthesis;YS chip area;7630;um2
route;routed vias;7282;
logic_synthesis;Post-Syn Instances;1039;
clock_network;setup bufs post-CTS;0;
route;DR WL/cell;15.2;um
final_timing;final hold slack;516;ps
logic_synthesis;FF+latch count, synth;15;
global_routing;GRT overflow;0;
route;TritonRoute pass-1 iters;5;
worst_hold_path;hold depth;1;
setup_path;crit path DAT;40120;ps
logic_synthesis;Post-synth EDFFs;0;
floorplanning;Init Core Util;40.8;%
route;ANT nets after route;0;
global_routing;GRT Total Usage;21.4;%
floorplanning;core area;18700;um2
floorplanning;Core Rows;50;
route;DRT iter0 DRCs;377;
placement;IO Port Bufs;58;
logic_synthesis;Synth cell types;91;
clock_network;CTS tree;built;
logic_synthesis;Syn Area/Cell;7.34;um2
setup_path;cell mode on critical path;o21a_1;
global_routing;number of global-route vias before repair;6714;
final_timing;Clock Skews;3.79;ps
logic_synthesis;yosys cell count;1039;
placement;post-placement cell area;8410;um2
cells_and_area;Area Growth Syn to Fin;12.5;%
clock_network;Clk pin slew, worst setup/hold paths;40;ps
logic_synthesis;Synth Flop Type;dfrtp_1;
final_timing;count of final max-slew check failures;0;
logic_synthesis;Post-Syn Area;7630;um2
logic_synthesis;yosys warning tally;14;
final_timing;RSZ-0062 raised after global routing;no;
floorplanning;die height;140;um
cells_and_area;Final Instance Area;8580;um2
clock_network;CTS Hold Bufs;0;
worst_hold_path;worst hold path type;reg2reg;
logic_synthesis;sequential share of the synthesized area;4.94;%
final_timing;Rel. slew slack;52.7;%
final_timing;Final Setup Violations;0;
setup_path;WS Path Type;reg2out;
setup_path;Slowest cell on crit path;nor2_1;
floorplanning;I/O pin cnt;60;
clock_network;clock sink total;15;
cells_and_area;proportion of layout cells with a drive suffix above 1;7.64;%
flow_run;MaxCap Viol Count;0;
logic_synthesis;FFs w/ async S/R, synth;100;%
setup_path;crit end category;output pin;
cell usage after synthesis, types with 6 or more instances:
master | count | area [um2]
or3_1 | 8 | 50.1
nand2b_1 | 25 | 156
ha_1 | 124 | 1550
o21a_1 | 47 | 353
a21oi_1 | 42 | 210
o211ai_1 | 7 | 52.6
nor2b_1 | 19 | 119
o21ai_0 | 57 | 285
xnor2_1 | 37 | 324
mux2_2 | 18 | 203
nand2_1 | 76 | 285
nor2_1 | 99 | 372
or2_2 | 12 | 75.1
and2_1 | 9 | 56.3
a21o_1 | 29 | 218
fa_1 | 18 | 360
mux2i_1 | 16 | 160
nor3_1 | 62 | 310
a31oi_1 | 8 | 50.1
xor2_1 | 20 | 175
o31ai_1 | 12 | 90.1
or2_1 | 6 | 37.5
inv_1 | 93 | 349
dfrtp_1 | 14 | 350
clkbuf_1 | 11 | 41.3
nand3_1 | 21 | 105
a211oi_1 | 8 | 60.1
buf_2 | 11 | 55.1
nand4_1 | 10 | 62.6
layer usage:
layer / vias to the layer above / GRT usage (%) / share of wire, %
met1: 3319 / 33.2 / 53
met3: 4 / 1.99 / 3.7
met4: 0 / 1.21 / 0.31
met5: - / 0 / 0
met2: 117 / 33.8 / 43
li1: 3842 / - / -
area by class of cell:
type	instances	area, um2
fill	1899	10100
multi-input combinational	899	6730
timing repair buffer	67	648
sequential	15	377
inverter	97	364
tap	234	293
clock buffer	8	168
state kept, by name (all words and copies together), names as in the netlist:
| register | cells |
|---|---|
| dut1.units_cons | 10 |
| dut_date.date | 5 |
metrics by stage:
step | std cells | utilization, %
after floorplan | 1040 | -
after global placement | 1312 | 45.0
after detailed placement | 1312 | 45.0
after CTS | 1320 | 45.9
after global routing | 1320 | 45.9
final | 1320 | 45.9
cells by family after synthesis:
| logic type | count (synthesis) | share of synthesized area (%) |
|---|---|---|
| buf+inv | 126 | 6.87 |
| fa+ha+maj | 142 | 25.1 |
| simple gates | 380 | 25.1 |
| mux | 35 | 5.05 |
| flops | 15 | 4.94 |
| compound gates | 280 | 25.9 |
| other cells | 2 | 0.0984 |
| xor+xnor | 59 | 6.97 |
critical path: cells and delay by family (launching register included):
kind	cells	cell delay (ps)
AOI/OAI and AO/OA	81	15770
and+or+nand+nor	61	10860
adders and majority gates	25	7480
muxes	10	2700
buffers and inverters	14	2100
DFF	1	510
xor gates and xnor gates	2	410
placed cells by master (no fill, tap or decap), drive strengths merged, types with 39 or more instances in the layout:
| cell type | count |
|---|---|
| ha | 124 |
| o21a | 47 |
| o21ai | 62 |
| clkdlybuf4s50 | 58 |
| a21oi | 44 |
| inv | 97 |
| xnor2 | 39 |
| nor2 | 100 |
| nor3 | 63 |
| nand2 | 77 |
worst paths after layout:
kind / start / slack (ps) / endpoint
setup / recovery: dut1.units_cons[0] / 20040 / days_lasting[0]
hold / removal: dut_date.date[0] / 520 / dut_date.date[0]
setup reg to reg: dut1.units_cons[1] / 73000 / dut1.units_cons[5]
hold reg to reg: dut_date.date[0] / 520 / dut_date.date[0]
max in group asynchronous: reset / 59650 / dut_date.date[0]
max in group clk1: dut1.units_cons[1] / 73000 / dut1.units_cons[5]
min in group clk1: dut1.units_cons[0] / 650 / dut1.units_cons[0]
min in group asynchronous: reset / 15160 / dut1.units_cons[4]
